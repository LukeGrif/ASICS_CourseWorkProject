### ./constraint.sdc
current_design cv_diagonal

set clk_period 2.6
set clk_io_pct 0.2

create_clock -name clk0 -period $clk_period [get_ports {clk}]

set non_clock_inputs [all_inputs -no_clocks]
set_input_delay [expr $clk_period * $clk_io_pct] -clock clk0 $non_clock_inputs
set_output_delay [expr $clk_period * $clk_io_pct] -clock clk0 [all_outputs]
### ./design.v
`timescale 1ns/1ps
module cv_diagonal
#(
    parameter MAX_PIXEL_H=1280,                      
    parameter MAX_SCANLINES=625,
    parameter THICKNESS_PIXELS=4,
    parameter DISTANCE_PIXELS=64,
    parameter LUM=3
)
(
    input wire                  clk,                 
    input wire                  reset,               
    input wire                  en,                  
    input wire                  clk_en_pixel,        
    input wire                  x_vis,               
    input wire [$clog2(MAX_PIXEL_H)-1:0] x_pos,      
    input wire [$clog2(MAX_SCANLINES)-1:0] y_pos,    
    output reg [1:0]            lum
);
reg [$clog2(THICKNESS_PIXELS):0] out_cnt;
wire out_cnt_zero;
reg out_cnt_set;
reg [$clog2(THICKNESS_PIXELS):0] out_cnt_set_v;
wire [$clog2(DISTANCE_PIXELS)-1:0] x_pos_trunc;
wire [$clog2(DISTANCE_PIXELS)-1:0] y_pos_trunc;
always @ (posedge clk) begin
    if ( reset || (~en) ) begin
        out_cnt<=0;
    end
    else begin
        if ( clk_en_pixel ) begin
            if ( out_cnt_set ) begin
                out_cnt<=out_cnt_set_v;
            end else begin
                if ( !out_cnt_zero ) begin
                    out_cnt<=out_cnt-1;
                end
            end
        end
    end
end
assign out_cnt_zero=(out_cnt==0);
always @ (posedge clk) begin
    if ( reset || (~en) ) begin
        lum<=0;
    end
    else begin
        if ( clk_en_pixel ) begin
            if ( !out_cnt_zero ) begin
                lum<=LUM;
            end else begin
                lum<=0;
            end
        end
    end
end
always @(*) begin
    out_cnt_set=0; out_cnt_set_v=0;
    if ( x_vis ) begin
        if ( x_pos_trunc==y_pos_trunc ) begin
            out_cnt_set=1; out_cnt_set_v=THICKNESS_PIXELS;
        end
    end
end
assign x_pos_trunc=x_pos;
assign y_pos_trunc=y_pos;
endmodule
### ./config.mk
export PLATFORM = sky130hd
export DESIGN_NAME = cv_diagonal
export DESIGN_NICKNAME = cv_diagonal
export VERILOG_FILES = /design/flow/design.v
export SDC_FILE = /design/flow/constraint.sdc
export NUM_CORES = 4
export LEC_CHECK = 1
export CORE_AREA = 10 10 70 70
export DIE_AREA = 0 0 80 80
### ./run.sh
#!/bin/bash
# OpenROAD 26Q1-2900-gdf79404cd8, Yosys 0.63+post, stock flow scripts
make -C /OpenROAD-flow-scripts/flow DESIGN_CONFIG=/design/flow/config.mk WORK_HOME=/design/flow/orfs finish
==> metrics.yaml <==
worstPathRequired_ns: 2.71
log.warning_count: 35
layout-area-overhead-vs-synth_pct: 87.1
hold_crit_path_type: "flop to flop"
clockPowerShare_pct: 42.8
largest_net_degree_at_the_start_of_global_routing: 6
post_synth_inst_count: 33
worst_pin_slew_ns: 0.422
top_area_share_pct: 27.6
cap_viol_max_count: 0
share_seq_of_total_power_pct: 35.2
seq_area_frac_synth_pct: 27.6
grt_remaining_overflow: 0
detailedRoute.firstIterationViolations: 9
timing.critical_path.from_type: "primary input"
design_power_total_uw: 176
port-buffer-count: 18
worst_slack_ns: 0.741
timing.final.max_slew_violations: 0
detailedRoute.firstPassIterationCount: 3
setup-violations-final: 0
yosys_warning_total: 1
routabilityCongestion: 0.747
timing.final.crit_share_pct: 71.5
cts_setup_buffers: 0
cts.sinks: 4
worst-r2r-setup-slack_ns: 1.01
critical_path.cell_chain: "clkdlybuf4s50_1 -> xnor2_1 -> nand4_1 -> or4_1 -> nor3b_2"
floorplan.core_util_pct: 8.50
cts_tree: "done"
chip_area_sq_um: 6400
power.leakage_nw: 0.182
cts.reportedPaths.clkPinSlew_ns: 0.03
antenna_left: 0
yosys.stat.chipArea_sq_um: 290
vdd.ir_drop.worst_uv: 124
pwr_density_cell_nw_per_um2: 323
placement_rows: 21
grt_pass1_vias: 362
post_drt_wl_per_cell_microns: 7.80
synth_area_leader_cell: "dfxtp_1"
switching_share_pct: 19.5
hold_viol_final: 0
route.detailed.vias_per_inst: 3.01
synth.cell_area_sq_um: 290
slew-limit-headroom_pct: 71.6
worst-endpoint-arrival_ns: 1.97
outcome: "complete, no violations"
yosys-stat-cells: 33
intPower_uw: 141
die_span_y_microns: 80
synth-seq-cells: 4
critical_path_peak_fanout: 2
grt_setup_unrepaired: "no"
hold_ws_ns: 0.469
share_comb_of_total_power_pct: 22.0
cts_inserted_buffers: 3
final.setup.tns_ns: 0
die_width_microns: 80
cts-htree-levels: 1
criticalPathCategory: "primary input to flop"
top_level_ports: 28
filler_cell_count: 404
maximum_clock_frequency_mhz: 538
finish.utilization_pct: 15.9
post_synth_num_cell_types: 17
synth_area_per_cell_sq_um: 8.80
finClkSkew_ns: 0.00212
post_route_cells_drive_above_1_share_pct: 9.43
via_count_of_the_routed_design: 298
global_route.usage.total_pct: 2.75
cp-end-kind: "flop"
critical-path-slowest-cell: "or4_1"
total_switching_power_uw: 34.3
ctsLongestPathBuffers: 2
drt_drc_violations_left: 0
cts-resized-gates: 0
clock_insertion_delay_worst_skew_ns: 0.23
cts_root_buf: "clkbuf_4"
antennaDiodeCount: 0
floorplan.core_area_sq_um: 3420
post-place-ws_ns: 0.484
cts_hold_buffers: 0
global_route_wire_length_before_repair_microns: 1420
route.final.wire_length_microns: 772
antenna_violations_before_repair: 0
synth.area.top_cells: "dfxtp_1 28%, xnor2_1 12%, xor2_1 9.1%"
finalWorstPathRequiredPeriod_ns: 1.86
crit_path_largest_cell_delay_ns: 0.56
## final timing paths
check | startpoint | to | cells past startpoint
worst min-delay path | out_cnt[1] | out_cnt[1] | 2
worst max register to register | out_cnt[0] | out_cnt[1] | 6
worst min register to register | out_cnt[1] | out_cnt[1] | 2
worst max-delay path | y_pos[3] | out_cnt[0] | 5
## cells in the mapped netlist (all sizes together)
cell / instances
or4: 1
buf: 1
nand2: 1
xor2: 3
nor3: 1
mux2: 1
a211oi: 1
nand4: 1
dfxtp: 4
inv: 3
a21oi: 3
nor4: 1
ha: 2
xnor2: 4
nor3b: 1
nand2b: 4
o21ai: 1
## cells in the final DEF, fill, tap and decap left out, drive strengths merged
cell,n
a211oi,1
a21oi,3
clkbuf,3
clkdlybuf4s50,18
dfxtp,4
ha,2
inv,3
mux2,1
nand2,1
nand2b,4
nand4,1
nor3,1
nor3b,1
nor4,1
o21ai,1
or4,1
xnor2,4
xor2,3
## state kept, by name, summed over array words and instances (netlist names)
name and count:
lum 1, out_cnt 3
## worst max-delay path: cells and delay by family
family / cells / cell delay (ns)
buf+inv: 1 / 0.47
simple gates: 3 / 0.86
xor+xnor: 1 / 0.12
## stage by stage
stage               std cells  instance area [sq um]
floorplan                  33                    290
detailed placement         96                    520
finish                     99                    543
global placement           96                    520
global route               99                    543
CTS                        99                    543
## metal layers
metal	GRT usage (%)	up-vias	routed length, microns
met5	0	-	0
met4	0.352	0	0
met3	3.75	0	215
met2	3.37	23	226
met1	2.79	123	330
li1	-	152	-
## area by class of cell
| cell class | instances | area (sq um) | share of cell area [%] |
|---|---|---|---|
| multi-input cells | 25 | 191 | 35.3 |
| inverters | 3 | 11.3 | 2.07 |
| repair buffers | 18 | 180 | 33.2 |
| flip-flops and latches | 4 | 80.1 | 14.7 |
| well taps | 46 | 57.6 | 10.6 |
| clock buffers | 3 | 22.5 | 4.15 |
## power by group through the flow
stage | clock (mW) | sequential (mW) | combinational (mW)
CTS | 0.0785 | 0.0618 | 0.0393
global route | 0.0871 | 0.0617 | 0.0432
finish | 0.0751 | 0.0618 | 0.0387
## cells by family (layout without fill, tap and decap cells)
| group | count (synthesis) | count (layout) | share of synthesized area, % |
|---|---|---|---|
| compound gates | 5 | 5 | 9.48 |
| xor+xnor | 7 | 7 | 21.1 |
| fa+ha+maj | 2 | 2 | 8.62 |
| buf+inv | 4 | 24 | 6.47 |
| flops | 4 | 4 | 27.6 |
| mux | 1 | 1 | 3.88 |
| simple gates | 10 | 10 | 22.8 |
Power figures rest on the tool's default switching activity, not on a simulated workload.
