==> design/flow/design.v <==
`timescale 1ns/1ps
module counter_triangular
#(
    parameter           COUNTER_NOB=11,
    parameter           PRESCALER=30,
    parameter           THRESHOLD_LOW=50,
    parameter           THRESHOLD_HIGH=60,
    parameter           COUNTER_INIT=55,
    parameter           COUNTER_INIT_DIR_UP=1
)
(
    input wire          clk,                 
    input wire          reset,               
    input               in,                  
    output reg [COUNTER_NOB-1:0] counter
);
reg in_s;
wire in_edge;
reg [$clog2(PRESCALER)-1:0] prescaler;
wire        prescaler_zero;
reg         counter_dir;
wire        counter_max;
wire        counter_min;
wire        counter_zero;
always @ (posedge clk) begin
    if (reset) begin
        in_s<=0;
    end else begin
        in_s<=in;
    end
end
assign in_edge=(in==1'b1)&&(in_s==1'b0);
always @ (posedge clk) begin
    if (reset) begin
        prescaler<=PRESCALER-1;
    end else begin
        if ( in_edge ) begin
            if ( prescaler_zero ) begin
                prescaler<=PRESCALER-1;
            end else begin
                prescaler<=prescaler-1;
            end
        end
    end
end
assign prescaler_zero=(prescaler==0);
always @ (posedge clk) begin
    if (reset) begin
        counter<=COUNTER_INIT; counter_dir<=COUNTER_INIT_DIR_UP;
    end else begin
        if ( prescaler_zero && in_edge) begin
            if ( counter_dir ) begin
                if ( counter_max ) begin
                    counter_dir<=0; counter<=counter-1;
                end else begin
                    counter<=counter+1;
                end
            end else begin
                if ( counter_min ) begin
                    counter_dir<=1; counter<=counter+1;
                end else begin
                    counter<=counter-1;
                end
            end
        end
    end
end
assign counter_max=(counter==THRESHOLD_HIGH);
assign counter_min=(counter==THRESHOLD_LOW);
endmodule
==> design/flow/run.sh <==
#!/bin/bash
# OpenROAD 26Q1-2900-gdf79404cd8, Yosys 0.63+post, stock flow scripts
make -C /OpenROAD-flow-scripts/flow DESIGN_CONFIG=/design/flow/config.mk WORK_HOME=/design/flow/orfs finish
==> design/flow/config.mk <==
export PLATFORM = sky130hd
export DESIGN_NAME = counter_triangular
export DESIGN_NICKNAME = counter_triangular
export VERILOG_FILES = /design/flow/design.v
export SDC_FILE = /design/flow/constraint.sdc
export NUM_CORES = 4
export LEC_CHECK = 1
export CORE_AREA = 10 10 104 104
export DIE_AREA = 0 0 114 114
==> design/flow/constraint.sdc <==
current_design counter_triangular

set clk_period 4.0
set clk_io_pct 0.2

create_clock -name clk0 -period $clk_period [get_ports {clk}]

set non_clock_inputs [all_inputs -no_clocks]
set_input_delay [expr $clk_period * $clk_io_pct] -clock clk0 $non_clock_inputs
set_output_delay [expr $clk_period * $clk_io_pct] -clock clk0 [all_outputs]
==> flow_results.xml <==
<?xml version="1.0" encoding="UTF-8"?>
<metrics>
  <group name="outcome">
    <metric name="status" unit="">completed</metric>
  </group>
  <group name="global_routing">
    <metric name="grt_start_max_net_pins" unit="">14</metric>
    <metric name="grt_overflow" unit="">0</metric>
    <metric name="vias_in_the_first_global_route" unit="">1056</metric>
    <metric name="grt_usage" unit="">0.0464</metric>
    <metric name="antenna_violations_before_repair" unit="">0</metric>
    <metric name="grt_pass1_wl" unit="µm">5130</metric>
  </group>
  <group name="floorplan">
    <metric name="die.size.y" unit="µm">114</metric>
    <metric name="fp_util" unit="">0.131</metric>
    <metric name="placement_rows" unit="">34</metric>
    <metric name="io-pin-count" unit="">14</metric>
    <metric name="die_area" unit="mm²">0.0130</metric>
    <metric name="die_width" unit="µm">114</metric>
    <metric name="core" unit="mm²">0.00868</metric>
  </group>
  <group name="clocking">
    <metric name="htree_levels" unit="">1</metric>
    <metric name="clkSlewWorstSetupHoldPaths" unit="ns">0.08</metric>
    <metric name="cts.hold.buffers_added" unit="">0</metric>
    <metric name="cts.repair_timing.setup_buffer_count" unit="">0</metric>
    <metric name="cts-buffers-inserted" unit="">3</metric>
    <metric name="cts.sink_count" unit="">18</metric>
    <metric name="clkLatencyLatePin" unit="ns">0.26</metric>
    <metric name="clk_root_buffer_cell" unit="">sky130_fd_sc_hd__clkbuf_8</metric>
    <metric name="cts_tree" unit="">yes</metric>
    <metric name="clk_path_buf_depth" unit="">2</metric>
    <metric name="cts-resized-gates" unit="">0</metric>
  </group>
  <group name="sta">
    <metric name="fin_ws" unit="ns">1.41</metric>
    <metric name="worst-slew-pin-transition" unit="ns">0.535</metric>
    <metric name="timing.max_slew.rel_slack" unit="">0.642</metric>
    <metric name="finalCritPeriodShare" unit="">0.647</metric>
    <metric name="final_period_demand_of_the_worst_path" unit="ns">2.59</metric>
    <metric name="fin_tns_setup" unit="ns">0</metric>
    <metric name="clock-skew-final" unit="ns">0.0102</metric>
    <metric name="timing.final.hold_violations" unit="">0</metric>
    <metric name="rsz0062_at_grt" unit="">no</metric>
    <metric name="achievable-frequency" unit="GHz">0.387</metric>
    <metric name="drv_slew" unit="">0</metric>
    <metric name="final.hold.worst_slack" unit="ns">0.497</metric>
    <metric name="setup_viols_final" unit="">0</metric>
  </group>
  <group name="hold_path">
    <metric name="hold_path_startpoint" unit="">prescaler[4]$_SDFFE_PP1P_</metric>
    <metric name="hold_path_depth" unit="">2</metric>
    <metric name="timing.hold.worst.class" unit="">reg -&gt; reg</metric>
    <metric name="timing.hold.worst_endpoint" unit="">prescaler[4]$_SDFFE_PP1P_</metric>
  </group>
  <group name="synthesis">
    <metric name="synth-async-reset-ratio" unit="">0</metric>
    <metric name="yosys.cell_types.count" unit="">43</metric>
    <metric name="ys_top_cells_by_count" unit="">18 x sky130_fd_sc_hd__dfxtp_1, 13 x sky130_fd_sc_hd__nand2_1, 13 x sky130_fd_sc_hd__nor2_1</metric>
    <metric name="synth_cells" unit="">136</metric>
    <metric name="share_of_yosys_cell_area_claimed_by_the_top_area_cell_type" unit="">0.316</metric>
    <metric name="numSynthFlops" unit="">18</metric>
    <metric name="ys_top_cells_by_area" unit="">sky130_fd_sc_hd__dfxtp_1 32%, sky130_fd_sc_hd__ha_1 4.4%, sky130_fd_sc_hd__nor3_1 4.4%</metric>
    <metric name="post-synth-top-area-cell" unit="">sky130_fd_sc_hd__dfxtp_1</metric>
    <metric name="yosysWarningCount" unit="">1</metric>
    <metric name="enable_flop_cells" unit="">0</metric>
    <metric name="yosys_most_used_dff" unit="">sky130_fd_sc_hd__dfxtp_1</metric>
    <metric name="synth-cells-yosys" unit="">136</metric>
    <metric name="yosysChipArea" unit="mm²">0.00114</metric>
    <metric name="synth_area_per_cell" unit="µm²">8.39</metric>
    <metric name="synth.cell_area" unit="mm²">0.00114</metric>
    <metric name="yosysMostFrequentCell" unit="">sky130_fd_sc_hd__dfxtp_1</metric>
    <metric name="yosys.stat.seqShare" unit="">0.316</metric>
  </group>
  <group name="routing">
    <metric name="num_vias" unit="">1080</metric>
    <metric name="insertedDiodeCount" unit="">0</metric>
    <metric name="drc" unit="">0</metric>
    <metric name="drt_pass1_iterations" unit="">5</metric>
    <metric name="via_per_inst" unit="">4.19</metric>
    <metric name="postRouteAntennaNets" unit="">0</metric>
    <metric name="total_wirelength" unit="µm">2990</metric>
    <metric name="wl_per_cell" unit="µm">11.6</metric>
    <metric name="drt_iter0_markers" unit="">159</metric>
  </group>
  <group name="run">
    <metric name="openroad.warnings" unit="">27</metric>
    <metric name="max_cap_violations" unit="">0</metric>
  </group>
  <group name="power_and_ir_drop">
    <metric name="total_power" unit="mW">0.356</metric>
    <metric name="cellPowerDensity" unit="mW/mm²">246</metric>
    <metric name="worst_ir_drop_vdd" unit="V">0.000180</metric>
    <metric name="cellLeakagePower" unit="nW">0.533</metric>
  </group>
  <group name="setup_path">
    <metric name="r2r-end" unit="">counter[9]$_SDFFE_PP0P_</metric>
    <metric name="critical_path_arrival" unit="ns">2.74</metric>
    <metric name="capturing_element_type_of_the_critical_path" unit="">flip-flop</metric>
    <metric name="worst_r2r_src" unit="">prescaler[0]$_SDFFE_PP1P_</metric>
    <metric name="cp.required" unit="ns">4.15</metric>
    <metric name="ff2ff_setup_slack" unit="ns">1.93</metric>
    <metric name="cp_max_fo" unit="">8</metric>
    <metric name="worstSetupPathType" unit="">in -&gt; reg</metric>
    <metric name="worst_r2r_path_depth" unit="">7</metric>
    <metric name="critPathLaunchType" unit="">input port</metric>
  </group>
  <group name="finish">
    <metric name="layout.cells.non_filler" unit="">258</metric>
    <metric name="final_layout_size_suffix_gt1_frac" unit="">0.0867</metric>
    <metric name="areaGrowthSynthToFinish" unit="%">26.9</metric>
  </group>
  <group name="place">
    <metric name="dp_worst_setup_slack" unit="ns">1.14</metric>
    <metric name="port-buffer-count" unit="">13</metric>
    <metric name="globalplace.congestion" unit="">0.864</metric>
    <metric name="place_hpwl" unit="µm">2270</metric>
    <metric name="placedCellCount" unit="">254</metric>
  </group>
</metrics>
==> metal layers <==
metal / global-route usage / vias to the layer above / part of all wire / wire, µm
met3: 0.0106 / 4 / 0.064 / 192
met5: 0 / - / 0 / 0
met4: 0.00668 / 0 / 0.0090 / 27
met1: 0.0644 / 484 / 0.47 / 1410
met2: 0.0737 / 49 / 0.45 / 1360
li1: - / 543 / - / -
==> state kept, by name, summed over array words and instances (netlist names) <==
name         cells
counter         11
prescaler        5
in_s             1
counter_dir      1
==> cell type report <==
class	count	area, µm²
Clock buffer	4	55.1
Fill cell	997	7230
Inverter	7	26.3
Multi-Input combinational cell	108	741
Sequential cell	18	360
Tap cell	108	135
Timing Repair Buffer	13	130
==> power by group <==
| group | switching, mW | internal [mW] | leakage, nW |
|---|---|---|---|
| logic | 0.0104 | 0.00850 | 0.358 |
| registers | 0.00247 | 0.182 | 0.146 |
| clock network | 0.0644 | 0.0874 | 0.0288 |
==> through the flow <==
| step | utilization | instance area, µm² |
|---|---|---|
| after CTS | 0.167 | 1450 |
| after detailed placement | 0.160 | 1390 |
| after global placement | 0.160 | 1390 |
| after global routing | 0.167 | 1450 |
| after floorplan | - | 1140 |
| final | 0.167 | 1450 |
==> critical path, stage by stage <==
cell                              delay (ns)
sky130_fd_sc_hd__clkdlybuf4s50_1        0.48
sky130_fd_sc_hd__nor3b_4                0.37
sky130_fd_sc_hd__nand2_4                0.14
sky130_fd_sc_hd__or4_4                  0.54
sky130_fd_sc_hd__a221o_1                0.30
sky130_fd_sc_hd__o31a_1                 0.10
==> layout by cell type (no fill, tap or decap), types with 2 or more instances in the layout <==
cell,instances
sky130_fd_sc_hd__xor2_1,2
sky130_fd_sc_hd__clkdlybuf4s50_1,13
sky130_fd_sc_hd__nor4_1,7
sky130_fd_sc_hd__a21oi_1,3
sky130_fd_sc_hd__o21a_1,3
sky130_fd_sc_hd__nor3b_4,2
sky130_fd_sc_hd__a31oi_1,2
sky130_fd_sc_hd__and4_1,2
sky130_fd_sc_hd__xnor2_1,4
sky130_fd_sc_hd__dfxtp_1,18
sky130_fd_sc_hd__nand4_1,4
sky130_fd_sc_hd__o21ai_0,3
sky130_fd_sc_hd__inv_1,6
sky130_fd_sc_hd__nand3_1,9
sky130_fd_sc_hd__nor2_1,13
sky130_fd_sc_hd__nor3_1,10
sky130_fd_sc_hd__clkbuf_8,4
sky130_fd_sc_hd__ha_1,4
sky130_fd_sc_hd__nor2b_1,4
sky130_fd_sc_hd__o32ai_1,2
sky130_fd_sc_hd__nand2_1,13
==> worst max path at each step <==
| stage | startpoint | end | slack, ns | cells past startpoint |
|---|---|---|---|---|
| 6_report | in | counter[9]$_SDFFE_PP0P_ | 1.41 | 6 |
| 5_1_grt | in | counter[9]$_SDFFE_PP0P_ | 1.31 | 6 |
| 4_1_cts | in | counter[9]$_SDFFE_PP0P_ | 1.40 | 6 |
==> cells by family (layout without fill, tap and decap cells) <==
logic type               after synthesis  after routing  share of synthesized area
buffers and inverters                 10             24                     0.0351
multiplexers                           2              2                     0.0186
AND-OR/OR-AND                         24             24                      0.164
adder cells (fa/ha/maj)                4              4                     0.0439
AND/OR/NAND/NOR                       72             72                      0.376
XOR/XNOR                               6              6                     0.0461
flip-flops                            18             18                      0.316
Power is estimated from default activity; no workload was simulated.
